[design.v]
module ALU ( input signed [31:0] reg1 , input signed [31:0] reg2 ,input wire [2:0] op ,input wire [4:0] shift , output reg signed [31:0] o1 );
always @(reg1 or reg2 or op or shift ) 
begin
case (op)
3'b000:o1 =reg1&reg2   ;
3'b001:o1 =reg1|reg2   ;
3'b010:o1 =reg1+reg2   ;
3'b110:o1 =reg1-reg2   ;
3'b011:o1 =reg1<<shift ;
endcase
end
endmodule 
module ALUControl (Instruction,ALUOpType,ALUControlOutput);
input [5:0] Instruction;  
input [1:0] ALUOpType;  
output [2:0] ALUControlOutput;  
reg [2:0] result;
assign ALUControlOutput = result;
always@ (Instruction or ALUOpType )
begin
	if (ALUOpType == 2'b00)   
		begin
			result = 3'b010;                  
		end
	else if(ALUOpType == 2'b01)  
		begin
			result = 3'b110;                  
		end
	else if(ALUOpType == 2'b10)  
		begin
			case (Instruction)
				6'b100000:
					begin
						result = 3'b010;              
					end
				6'b100010: 
					begin
     						result = 3'b110; 	      
					end
				6'b100100:
					begin
						result = 3'b000;              
					end
				6'b100101:
					begin
						result = 3'b001;              
					end
				6'b000000:
					begin
						result = 3'b011;             
					end
			endcase
		end
end
endmodule
module ALUmux3x1 (input signed [31:0] reg1, 
	input signed [31:0] ALUresult, 
	input signed [31:0] WBresult, 	
	input [1:0] sel,  
	output reg signed [31:0] muxOut);
	always@(sel or ALUresult or WBresult or reg1)
	begin
		case(sel)
			2'b00: muxOut = reg1;
			2'b01: muxOut = ALUresult;
			2'b10: muxOut = WBresult;
		endcase
	end
endmodule
module AddressMux2x1  ( input mux_ctrl , 
	input signed [31:0] Input1 ,
	input signed [31:0] Input2  ,
	output reg signed [31:0] Output ) ;
always @ ( mux_ctrl or Input1 or Input2 )
begin 
  case (mux_ctrl)
0:
begin
Output = Input1 ;
end
1:
begin
Output = Input2 ;
end
endcase 
end
endmodule 
module ExecStage(
	input  Regdst,
	input  alusrc,
	input  memtoregIn,
	input  memreadIn,
	input  memwriteIn,
	input  regwriteIn,
	output reg memtoregOut,
	output reg memreadOut,
	output reg memwriteOut,
	output reg regwriteOut,
	output signed [31:0] ALUresult,
	input signed [31:0] ALUresultOld,
	input signed [31:0] WBresult,
	input [1:0] aluop,
	input signed [31:0] reg1,
	input signed [31:0] reg2,
	input signed [31:0] signEx, 
	input [4:0] rs,
	input [4:0] rt, 
	input [4:0] rd,
	input [5:0] functn_EXE,
	input [4:0] shamt,
	output [4:0] regDstMuxOut,
	input regwrite_mem,
	input regwrite_wb,
	input [4:0]rd_wb,
	input [4:0]rd_mem,
	output signed [31:0]muxOut2
	);
	wire [1:0]sel1;
	wire [1:0]sel2;
	wire [2:0] ALUcontrolOut;
	wire signed [31:0] muxOut1;
	wire signed [31:0] AddressMuxOut;
	always @(memtoregIn)
	begin
		memtoregOut <= memtoregIn;
		memreadOut <= memreadIn;
		memwriteOut <= memwriteIn;
		regwriteOut <= regwriteIn;
	end
	ALUControl aluControl(functn_EXE, aluop,ALUcontrolOut);
	ALUmux3x1 alumux1(reg1, ALUresultOld, WBresult, sel1,  muxOut1);
	ALUmux3x1 alumux2(reg2, ALUresultOld, WBresult, sel2,  muxOut2);
	AddressMux2x1  addressMux2x1 (alusrc , muxOut2, signEx, AddressMuxOut) ;
	ALU alu(muxOut1, AddressMuxOut, ALUcontrolOut, shamt, ALUresult);
	ALUmux2to1  aluMux2x1( Regdst , rt, rd,  regDstMuxOut) ;
	fw_hazard forwardhazard( regwrite_mem,regwrite_wb,rd_wb,rd_mem,rt,rs,sel1,sel2);
endmodule
module fw_hazard(input regwrite_mem,input regwrite_wb,input [4:0]rd_wb,input [4:0]rd_mem,input [4:0]rt,input [4:0]rs,output reg [1:0]forwards,output reg [1:0]forwardt);
always @(regwrite_mem or rd_mem or rs)
begin
if ((regwrite_mem==1)  && (rd_mem==rs) && (rd_mem != 0))
begin
forwards <=1;
end
else if(regwrite_wb && (rd_wb==rs) && (rd_wb!=0))
begin
forwards <=2;
end
else 
begin
forwards <=0;
end
if ((regwrite_mem==1)  && (rd_mem==rt) && (rd_mem!=0))
forwardt <=1;
else if(regwrite_wb && (rd_wb==rt) && (rd_wb!=0))
forwardt <=2;
else 
forwardt <=0;
end
endmodule
module ALUmux2to1  ( input mux_ctrl , 
	input signed [31:0] Input1 ,
	input signed [31:0] Input2  , 
	output reg signed [31:0] Output ) ;
always @ ( mux_ctrl or Input1 or Input2)
begin 
  case (mux_ctrl)
0:
begin
Output = Input1 ;
end
1:
begin
Output = Input2 ;
end
endcase 
end
endmodule 
[config.mk]
export PLATFORM = sky130hd
export DESIGN_NAME = ExecStage
export DESIGN_NICKNAME = ExecStage
export VERILOG_FILES = /design/flow/design.v
export SDC_FILE = /design/flow/constraint.sdc
export NUM_CORES = 4
export LEC_CHECK = 1
export CORE_UTILIZATION = 50
[constraint.sdc]
current_design ExecStage

set clk_period 13.6
set clk_io_pct 0.2

create_clock -name clk0 -period $clk_period

set non_clock_inputs [all_inputs -no_clocks]
set_input_delay [expr $clk_period * $clk_io_pct] -clock clk0 $non_clock_inputs
set_output_delay [expr $clk_period * $clk_io_pct] -clock clk0 [all_outputs]
[run.sh]
#!/bin/bash
# OpenROAD 26Q1-2900-gdf79404cd8, Yosys 0.63+post, stock flow scripts
make -C /OpenROAD-flow-scripts/flow DESIGN_CONFIG=/design/flow/config.mk WORK_HOME=/design/flow/orfs finish
==> changes_impl.md <==
### Changed

- Status: complete, no violations
- CP Cell Sequence: clkdlybuf4s50_1 -> or4_1 -> o21ai_1 -> nor4_2 -> buf_4 -> mux2i_1 -> o21ai_0 -> dlxtn_1 -> clkdlybuf4s50_1
- Commonest flop: dlxtn_1
- Final Max Tran Viols: 0
- Avg Inst Size Synth: 7.573 sq um
- Worst-Margin Slew: 0.9333 ns
- All-Layer GR Usage: 0.3472
- Area growth syn-to-layout: 36.42%
- ANT nets after route: 0
- Power Internal: 190.8 uW
- Core area: 16520 sq um
- Mapped Area: 8413 sq um
- Critical path arrival: 5.80 ns
- Setup violations, final: 0
- Synth Warn #: 10
- Crit-path leading delay family: buffers and inverters
- Hold Path Class: input port to primary output
- Number of synthesized flops with an enable pin: 0
- CP max stage delay: 0.54 ns
- CP max FO: 25
- Sw power: 174.5 uW
- Most instantiated logic cell after routing: clkdlybuf4s50_1
- Width of the chip: 131.7 microns
- Post-synth regs: 99
- Final WL: 29.79 mm
- Log Warnings: 35
- Post-CTS sizing: 0
- Vias: 9089
- Placed cells: 1612
- Slowest cell on the critical path: or4_1
- Required @ worst endpoint: 10.88 ns
- Starting DRT DRC Count: 663
- Initial antenna violation count: 1
- Largest net degree at the start of global routing: 65
- TritonRoute pass-1 iters: 8
- First-pass GRT wire length: 46.14 mm
- Most instantiated logic cells after routing: clkdlybuf4s50_1, nand2_1, mux2i_1, o21ai_0, dlxtn_1
- Crit path time final: 8.524 ns
- Combinational group share of total power: 0.905
- PD cells: 31.83 nW/um^2
- Worst Path Buf+Inv: 3
- Filler cells: 1382
- Leakage power figure: 0.004545 uW
- RSZ-0062 raised after global routing: no
- Register area: 1486 sq um
- DRC viols: 0
- # Cells Yosys: 1111
- Highest Clock Rate: 117.3 MHz
- Slew headroom: 0.3763
- Cell mode on critical path: clkdlybuf4s50_1
- Endpoints left unconstrained: 131
- Critical Path Sink Type: primary output
- Max cap viols: 0
- Number of top-level pins: 279
- Layout cells sized above 1: 0.05316
- Setup bufs post-CTS: 0
- Detailed-route vias per instance: 5.635
- IR drop worst, VDD: 0.01858 mV
- Async set or reset register ratio after synthesis: 0
- Vias in the first global route: 8258
- Yosys stat area: 8413 sq um
- Total power draw: 365.3 uW
- Port Buffers: 271
- Dpl hpwl: 25.14 mm
- Fp util: 0.5091
- Critical path startpoint category: input port
- Seq pwr share: 0.095
- Cts hold-fix bufs: 0
- Post-synth cell types: 77
- WL per Instance: 18.47 microns
- GRT overflow: 0
- Final Wtd Congestion: 1.007
- Die height: 131.7 microns
- Clock share of power: 0
- Register pins left without a clock: 99
- Comb gate area: 6834 sq um
- Final Hold Fails: 0
- Part of the cycle the worst path needs: 0.6268
- Site Rows: 47
- Fin Setup TNS: 0 ns
- Cell Count, Final, Fillers Out: 1613
- Switch share: 0.4776
- Post-Syn Instances: 1111
- Crit Path Category: input port to primary output
- Chip Area: 17350 sq um
## synth_stat cells, types with 5 or more instances
master | n | area [sq um]
and3_1 | 7 | 43.79
o22ai_1 | 18 | 112.6
inv_1 | 16 | 60.06
mux2i_1 | 130 | 1301
o21ai_1 | 37 | 185.2
nor2b_1 | 13 | 81.33
nand3_1 | 24 | 120.1
a22oi_1 | 7 | 52.55
nor2_1 | 51 | 191.4
nand4_1 | 7 | 43.79
a21o_1 | 15 | 112.6
mux4_2 | 18 | 405.4
nor3_1 | 14 | 70.07
nor4_1 | 7 | 43.79
xnor2_1 | 40 | 350.3
a21oi_1 | 67 | 335.3
a211oi_1 | 14 | 105.1
nand2_1 | 143 | 536.8
ha_1 | 34 | 425.4
o21ai_0 | 121 | 605.6
a221oi_1 | 8 | 70.07
dlxtn_1 | 99 | 1490
xor2_1 | 32 | 280.3
or3_1 | 5 | 31.28
mux2_2 | 18 | 202.7
nand2b_1 | 14 | 87.58
o211ai_1 | 8 | 60.06
buf_1 | 8 | 30.03
clkbuf_1 | 50 | 187.7
## registers in the layout, indices dropped and copies added (netlist names)
name               flops
aluControl.result      3
alumux2.muxOut        32
alu.o1                32
alumux1.muxOut        32
## metal layers
layer | wire [microns] | vias to the layer above | track usage
met3 | 2914 | 44 | 0.07644
met5 | 0 | - | 0
met1 | 13100 | 4029 | 0.5147
met2 | 13200 | 439 | 0.5379
li1 | - | 4577 | -
met4 | 568 | 0 | 0.04845
## power by group through the flow
stage / Sequential, uW / Combinational [uW] / Clock, uW
4_1_cts: 34.2 / 327 / 0
6_report: 34.7 / 331 / 0.00000984
5_1_grt: 35.6 / 362 / 0.00000983
## layout make-up
type / instances / share of cell area
multi-input combinational: 990 / 0.5954
sequential: 99 / 0.1295
timing repair buffer: 286 / 0.2453
tap: 220 / 0.02398
antenna: 1 / 0.0002180
inverter: 17 / 0.005560
## path summary, 6_finish.rpt
check,startpoint,endpoint,slack [ns],cells past startpoint
hold / removal,memreadIn,memreadOut,5.44,0
setup / recovery,rd_wb[1],muxOut2[15],5.08,9
## through the flow
step | cell area (sq um) | setup WS [ns] | util | hold WS (ns)
after floorplan | 8650 | 6.143 | - | 5.506
after global placement | 11470 | 5.096 | 0.6944 | 5.440
after detailed placement | 11470 | 5.070 | 0.6944 | 5.440
after CTS | 11470 | 5.065 | 0.6944 | 5.440
after global routing | 11480 | 4.950 | 0.6946 | 5.440
final | 11480 | 5.076 | 0.6946 | 5.440
## logic make-up (layout without fill, tap and decap cells)
| logic type | after synthesis | in the layout | share of synthesized area |
|---|---|---|---|
| AOI/OAI and AO/OA | 335 | 335 | 0.2374 |
| xor gates and xnor gates | 72 | 72 | 0.07496 |
| adders and majority gates | 35 | 35 | 0.05295 |
| buffers and inverters | 85 | 303 | 0.04209 |
| latches | 99 | 99 | 0.1771 |
| muxes | 173 | 173 | 0.2390 |
| other | 1 | 65 | 0.0004457 |
| and+or+nand+nor | 311 | 311 | 0.1765 |
Power is estimated from default activity; no workload was simulated.
